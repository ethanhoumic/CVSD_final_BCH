===== flow/constraint.sdc =====
current_design gf_mul_unit

set clk_period 2.4
set clk_io_pct 0.2

create_clock -name clk0 -period $clk_period [get_ports {i_clk}]

set non_clock_inputs [all_inputs -no_clocks]
set_input_delay [expr $clk_period * $clk_io_pct] -clock clk0 $non_clock_inputs
set_output_delay [expr $clk_period * $clk_io_pct] -clock clk0 [all_outputs]

===== flow/config.mk =====
export PLATFORM = sky130hd
export DESIGN_NAME = gf_mul_unit
export DESIGN_NICKNAME = gf_mul_unit
export VERILOG_FILES = /design/flow/design.v
export SDC_FILE = /design/flow/constraint.sdc
export NUM_CORES = 4
export LEC_CHECK = 1
export CORE_UTILIZATION = 30

===== flow/design.v =====
`timescale 1ns/1ps
module extend_euclidean (
    input         i_clk,
    input         i_rst_n,
    input         i_start,
    input [1:0]   i_code,
    input [10:0]  i_poly,
    output        o_done,
    output [10:0] o_poly
);
    localparam S_IDLE = 0;
    localparam S_DIV  = 1;
    localparam S_DONE = 2;
    localparam P_6  = 11'b000_0100_0011;
    localparam P_8  = 11'b001_0001_1101;
    localparam P_10 = 11'b100_0000_1001;
    reg state_r, state_w;
    reg [10:0] r0_r, r1_r, r0_w, r1_w, t0_r, t1_r, t0_w, t1_w;
    reg [1:0] code_r, code_w;
    always @(*) begin
        state_w = state_r;
        code_w = code_r;
        case (state_r)
            S_IDLE: begin
                if (i_start) begin
                    state_w = S_DIV;
                    case (i_code)
                        0:  r0_w = P_6;
                        1:  r0_w = P_8;
                        2:  r0_w = P_10;
                        default: r0_w = P_6;
                    endcase
                    r1_w = i_poly;
                    t0_w = 0;
                    t1_w = 1;
                end
            end 
            S_DIV: begin
            end
            default: begin
            end
        endcase
    end
    always @(posedge i_clk or negedge i_rst_n) begin
        if (!i_rst_n) begin
            state_r <= S_IDLE;
            r0_r <= 0;
            r1_r <= 0;
            t0_r <= 0;
            t1_r <= 0;
        end
        else begin
            state_r <= state_w;
            r0_r <= r0_w;
            r1_r <= r1_w;
            t0_r <= t0_w;
            t1_r <= t1_w;
        end
    end
endmodule
module gf_mul_unit (
    input         i_clk,
    input         i_rst_n,
    input         i_start,
    input  [1:0]  i_code,
    input  [10:0] i_poly1,
    input  [10:0] i_poly2,
    output        o_done,
    output [10:0] o_poly
);
    localparam S_IDLE = 0;
    localparam S_CAL  = 1;
    reg [10:0] poly1_r, poly2_r, poly1_w, poly2_w, shift_r, shift_w;
    reg [10:0] result_r, result_w;
    reg [3:0]  cnt_r, cnt_w;
    reg [1:0]  code_r, code_w;
    reg [10:0] temp_w;
    reg [3:0]  deg_r, deg_w;
    reg done_r, done_w;
    reg state_r, state_w;
    assign o_done = done_r;
    assign o_poly = result_r;
    always @(*) begin
        poly1_w = poly1_r;
        poly2_w = poly2_r;
        done_w=  done_r;
        state_w = state_r;
        result_w = result_r;
        cnt_w = cnt_r;
        shift_w = shift_r;
        code_w = code_r;
        temp_w = 0;
        deg_w = deg_r;
        case (state_r)
            S_IDLE: begin
                done_w = 0;
                result_w = 0;
                cnt_w = 0;
                if (i_start) begin
                    poly1_w = i_poly1;
                    poly2_w = i_poly2;
                    state_w = S_CAL;
                    shift_w = i_poly1;
                    code_w  = i_code;
                    deg_w   = get_degree(i_poly2);
                end
            end 
            S_CAL: begin
                cnt_w = cnt_r + 1;
                if (poly2_r[cnt_r]) begin
                    result_w = result_r ^ shift_r;
                end
                temp_w = shift_r << 1;
                case (code_r)  
                    0: begin
                        if (temp_w[6]) shift_w = {5'b0, temp_w[5:2], ~temp_w[1:0]};
                        else shift_w = temp_w;
                    end
                    1: begin
                        if (temp_w[8]) shift_w = {3'b0, temp_w[7:5], ~temp_w[4:2], temp_w[1], !temp_w[0]};
                        else shift_w = temp_w;
                    end
                    2: begin
                        if (temp_w[10]) shift_w = {1'b0, temp_w[9:4], !temp_w[3], temp_w[2:1], !temp_w[0]};
                        else shift_w = temp_w;
                    end
                    default: begin
                        shift_w = temp_w;
                    end
                endcase
                if (cnt_r == deg_r) begin
                    state_w = S_IDLE;
                    done_w = 1;
                    shift_w = 0;
                    cnt_w = 0;
                end
            end
        endcase
    end
    always @(posedge i_clk or negedge i_rst_n) begin
        if (!i_rst_n) begin
            poly1_r  <= 0;
            poly2_r  <= 0;
            done_r   <= 0;
            state_r  <= S_IDLE;
            result_r <= 0;
            cnt_r    <= 0;
            shift_r  <= 0;
            deg_r    <= 0;
            code_r   <= 0;
        end
        else begin
            state_r  <= state_w;
            poly1_r  <= poly1_w;
            poly2_r  <= poly2_w;
            done_r   <= done_w;
            result_r <= result_w;
            cnt_r    <= cnt_w;
            shift_r  <= shift_w;
            deg_r    <= deg_w;
            code_r   <= code_w;
        end
    end
    function automatic [3:0] get_degree;
        input [10:0] i_poly;
        integer i;
        reg stop;
        begin
            get_degree = 4'd10;
            stop = 0;
            for (i = 10; i >= 0; i = i - 1) begin
                if (!i_poly[i] && !stop) get_degree = get_degree - 1;
                else if (i_poly[i] && !stop) stop = 1;
                else begin
                end
            end
        end
    endfunction
endmodule

===== flow/run.sh =====
#!/bin/bash
# OpenROAD 26Q1-2900-gdf79404cd8, Yosys 0.63+post, stock flow scripts
make -C /OpenROAD-flow-scripts/flow DESIGN_CONFIG=/design/flow/config.mk WORK_HOME=/design/flow/orfs finish

==> results.json <==
{
  "ys_cells": 276,
  "io_buffers": 38,
  "fp_util_pct": 31.3,
  "route.vias.total": 2210,
  "finalCriticalPeriod_ns": 3.02,
  "synth_cell_types": 45,
  "hold_viol": 0,
  "cap_violations": 0,
  "slowest_stage": "ha_1",
  "numCtsBuffers": 5,
  "maxSlewViolCount": 0,
  "cts.reportedPaths.clkPinSlew_ns": 0.09,
  "tritoncts": "done",
  "outcome": "finished with violations",
  "layout_top_cells": "50 x nand2_1, 46 x buf_4, 45 x dfrtp_1, 30 x clkdlybuf4s50_1, 15 x o21a_1",
  "die_area_um2": 8990,
  "tightest_slew_ns": 0.754,
  "p_leak_nw": 1.60,
  "rows": 33,
  "hpwlAfterDp_um": 4300,
  "synth_cells": 276,
  "p_int_mw": 2.17,
  "root_buffer": "clkbuf_8",
  "synthArstFlopShare_pct": 100,
  "grt_remaining_overflow": 0,
  "cts_max_level": 2,
  "rr_startpoint": "cnt_r[0]$_DFF_PN0_",
  "first_pass_iters": 4,
  "final_common_cell": "nand2_1",
  "hold_class": "in2async",
  "area_growth_pct": 40.5,
  "syn_area_um2": 2580,
  "setup_tns_ns": -0.805,
  "die_h_um": 94.8,
  "setup_violations": 2,
  "final_core_util_pct": 44.0,
  "arrival_ns": 3.19,
  "place_ws_ns": -1.29,
  "worst-path-stages": 19,
  "dpl_cell_area_um2": 3400,
  "crit_chain": "buf_6 > nor2b_1 > o21bai_1 > a21oi_4 > inv_2 > ha_4 > o21ai_4 > xnor2_2 > ha_1 > o21ai_1 > a311o_1 > o21ai_2 > ha_4 > nor2b_4 > xnor2_2 > buf_4 > nor4_4 > o21ai_1 > nor3b_2",
  "post-place-cells": 444,
  "diodes": 0,
  "cp.required_ns": 2.57,
  "max_freq_mhz": 331,
  "p_comb_share_pct": 46.5,
  "fin_ws_ns": -0.620,
  "ff2ff_setup_slack_ns": 0.26,
  "critPathCaptureType": "flop",
  "powerDensity_nw_per_um2": 961,
  "drt_iter0_drc": 61,
  "ctsLongestPathBuffers": 2,
  "rsz0062_at_grt": "true",
  "edf_count": 0,
  "routedWlPerCell_um": 13.2,
  "grt_max_degree": 35,
  "grt_pass1_wl_um": 10200,
  "critPathBufInv": 3,
  "max_slew_margin_pct": 49.8,
  "cp_max_fo": 2,
  "drive_gt1_share_pct": 26.1,
  "core_region_area_um2": 8260,
  "antenna_found_initial": 0,
  "p_sw_mw": 1.32,
  "ys_area_um2": 2580,
  "timing.final.crit_share_pct": 126,
  "fillers": 775,
  "crit_type": "in2reg",
  "instances_no_fill": 457,
  "clock-sinks": 45,
  "cp_top_family": "AND-OR/OR-AND gates",
  "irDropWorstVdd_uv": 393,
  "track_usage_pct": 14.7,
  "drc_errors": 0,
  "ys_seq_elements": 45,
  "warnings": 28,
  "p_total_mw": 3.49,
  "ys_seq_share_pct": 43.6,
  "finalClockSkew_ns": 0.0117,
  "clkLatencyLatePin_ns": 0.30,
  "r2r-end": "result_r[8]$_DFFE_PN0P_",
  "clkPwrFrac_pct": 13.6,
  "cpPeakStageDelay_ns": 0.30,
  "die_x_um": 94.8,
  "whs_ns": 0.246,
  "io_pins": 39,
  "failed_checks": "negative setup slack",
  "ant_nets": 0,
  "p_seq_share_pct": 39.9,
  "grt_pass1_vias": 2075,
  "gp_congestion": 0.912,
  "final_area_um2": 3630,
  "avgSynthCellArea_um2": 9.37,
  "yosysWarningCount": 1,
  "switching_share_pct": 37.8,
  "worstSetupStartpoint": "i_poly2[5]",
  "totalWireLength_um": 6030,
  "worst_setup_path_start_kind": "primary input",
  "synthFlopType": "dfrtp_1",
  "viasPerCell": 4.84,
  "rr_worst_depth": 5
}
[flip-flops by register name (all words and copies together), names as in the netlist]
register / count
poly2_r: 11
result_r: 11
state_r: 1
deg_r: 4
done_r: 1
code_r: 2
shift_r: 11
cnt_r: 4
[layout make-up]
| class | count | area (um2) | area share, % |
|---|---|---|---|
| inverter | 7 | 26.3 | 0.724 |
| timing repair buffer | 84 | 731 | 20.1 |
| tap | 105 | 131 | 3.62 |
| clock buffer | 7 | 86.3 | 2.38 |
| multi-input combinational | 209 | 1530 | 42.1 |
| sequential | 45 | 1130 | 31.0 |
[how the worst max path moves through the flow]
stage,slack (ns),endpoint
CTS,-0.65,deg_r[2]$_DFFE_PN0P_
global route,-0.78,deg_r[2]$_DFFE_PN0P_
finish,-0.62,deg_r[2]$_DFFE_PN0P_
[timing repair]
item / 4_1_cts / 5_1_grt
setup endpoints to repair: 3 / 3
pin swaps: 17 / 12
cloned: 0 / 0
hold endpoints to repair: 0 / 0
hold buffers: 0 / 0
setup buffers: 6 / 0
resized: 41 / 10
[power groups by stage]
stage,Combinational (mW),Sequential [mW],Clock [mW]
4_1_cts,1.63,1.40,0.486
5_1_grt,1.81,1.44,0.525
6_report,1.62,1.39,0.475
[cell families (layout without fill, tap and decap cells)]
family                     after synthesis  after routing  share of synthesized area [%]
DFF                                     45             45                           43.6
buffers and inverters                   22             98                           3.87
AOI/OAI and AO/OA                       64             64                           17.0
adders and majority gates                5              5                           2.42
and+or+nand+nor                        107            107                           19.9
xor gates and xnor gates                15             15                           5.08
muxes                                   18             18                           8.18
[worst register-to-register path, delay by kind of cell (launching register included)]
family	cells	cell delay, ns
DFF	1	0.50
AOI/OAI and AO/OA	3	0.73
muxes	2	0.85
[routing by layer]
| layer | vias up | track usage [%] | share of wire, % |
|---|---|---|---|
| li1 | 1107 | - | - |
| met1 | 1048 | 23.7 | 52 |
| met2 | 50 | 21.9 | 43 |
| met3 | 5 | 2.21 | 4.3 |
| met4 | 0 | 1.39 | 0.68 |
| met5 | - | 0 | 0 |
[synthesized netlist by cell type, drive strengths merged (4+ instances only)]
| cell type | count | share of area, % |
|---|---|---|
| nand3 | 4 | 0.77 |
| mux2i | 11 | 4.3 |
| nor3b | 11 | 3.2 |
| nor2b | 5 | 1.2 |
| clkbuf | 10 | 1.5 |
| ha | 5 | 2.4 |
| dfrtp | 45 | 44 |
| xnor2 | 7 | 2.4 |
| nor2 | 17 | 2.5 |
| a21boi | 11 | 3.2 |
| o21a | 15 | 4.4 |
| buf | 5 | 1.4 |
| nand2b | 5 | 1.2 |
| mux2 | 5 | 2.2 |
| inv | 7 | 1.0 |
| o22ai | 7 | 1.7 |
| nand2 | 51 | 7.4 |
| xor2 | 8 | 2.7 |
| o21ai | 14 | 2.7 |
| nor4 | 5 | 1.5 |
